==> flow/design.v <==
module seq_detect(output reg flag,input din,clk);
  integer state;
  always@(negedge clk)
    case(state)   
      0:state<=(din)?1:0;
      1:state<=(din)?2:5;
      2:if(din)
          state<=4;
        else begin
          state<=3;
          flag<=1'b1;
        end
      3:begin 
          flag<=1'b0;
          state<=(din)?6:0;
        end
      4:state<=(din)?1:5;
      5:state<=(din)?6:0;
      6:if(din)begin
          state<=7;
          flag<=1'b1;
        end
        else 
          state<=5;
      7:begin 
          flag<=1'b0;
          state<=(din)?4:3;
        end
      8:state<=(din)?4:0;
      default:begin
        flag<=1'b0;
        state<=8;
      end 
  endcase
  endmodule 
==> flow/run.sh <==
#!/bin/bash
# OpenROAD 26Q1-2900-gdf79404cd8, Yosys 0.63+post, stock flow scripts
make -C /OpenROAD-flow-scripts/flow DESIGN_CONFIG=/design/flow/config.mk WORK_HOME=/design/flow/orfs finish
==> flow/config.mk <==
export PLATFORM = sky130hd
export DESIGN_NAME = seq_detect
export DESIGN_NICKNAME = seq_detect
export VERILOG_FILES = /design/flow/design.v
export SDC_FILE = /design/flow/constraint.sdc
export NUM_CORES = 4
export LEC_CHECK = 1
export CORE_AREA = 10 10 70 70
export DIE_AREA = 0 0 80 80
==> flow/constraint.sdc <==
current_design seq_detect

set clk_period 1.8
set clk_io_pct 0.2

create_clock -name clk0 -period $clk_period [get_ports {clk}]

set non_clock_inputs [all_inputs -no_clocks]
set_input_delay [expr $clk_period * $clk_io_pct] -clock clk0 $non_clock_inputs
set_output_delay [expr $clk_period * $clk_io_pct] -clock clk0 [all_outputs]
==> metrics.csv <==
stage,metric,value,unit
placed_design,Final Wtd Congestion,0.777,
detailed_routing,antenna cell count,0,
detailed_routing,vias per inst,3.03,
clock_tree,# Post-CTS Setup Buffers,0,
synthesis,Cell area leaders,"dfxtp_1 (24%), buf_6 (10%), edfxtp_1 (9.2%)",
final_layout,Commonest Layout Cell,inv_1,
clock_tree,# H-tree levels,1,
pwr,Sw Pwr,0.224,mW
clock_tree,Num CTS Buffers,3,
worst_hold_path,HP Start,state[3],
critical_path,Critical Path End Type,primary output,
run,OpenROAD warning count,33,
synthesis,Synth Register Bits,5,
critical_path,required time of the critical path,1.44,ns
timing,Final Setup Violations,1,
placed_design,placed instance area,374,sq um
critical_path,CP bufs+invs,1,
worst_hold_path,Hold Path Class,register to register,
outcome,outcome,"finished, violations left",
critical_path,CP Class,register to primary output,
critical_path,R2R Path Start,state[0],
timing,Final Hold Viols,0,
critical_path,"Data arrival, critical path",1.70,ns
pwr,share of power burned in registers,44.6,%
detailed_routing,DRC,0,
global_routing,GR Overflow Total,0,
critical_path,worst setup path startpoint,flag,
pwr,Clk pwr share,28.4,%
timing,RSZ-0062 raised after global routing,yes,
timing,final setup margin,-0.259,ns
final_layout,Top Layout Cells,"inv_1 (6), dfxtp_1 (4), clkbuf_4 (3)",
global_routing,vias in the first global route,240,
die,chip area,0.00640,sq mm
global_routing,global-route wire length before repair,924,um
die,io pins,3,
detailed_routing,Wirelength per Cell,6.56,um
timing,TNS Setup,-0.259,ns
placed_design,placed cell count,78,
critical_path,"Largest stage delay, worst path",0.37,ns
clock_tree,"Reg clk slew, reported paths",0.04,ns
detailed_routing,vias post-DR,261,
synthesis,Yosys Instances,33,
synthesis,"area share, top type",24.4,%
critical_path,"delay-heaviest family, CP",flip-flops,
timing,worst hold slack,0.558,ns
pwr,VDD IR-drop max,625,uV
synthesis,Synth Area per Inst,9.93,sq um
critical_path,peak fanout along the critical path,1,
run,max_cap viols,0,
timing,Worst Tran Pin Value,0.445,ns
synthesis,Cell Type Count,25,
final_layout,post-route cell area,409,sq um
clock_tree,CTS tree,built,
clock_tree,CTS Sinks,5,
timing,headroom to the max-slew limit,70.3,%
synthesis,Synth Seq Share,33.6,%
clock_tree,clock tree buffer depth,2,
placed_design,HPWL after detailed placement,365,um
synthesis,YS chip area,328,sq um
clock_tree,worst-skew pair later-pin latency,0.31,ns
synthesis,Post-Synthesis Cells,33,
timing,Max Slew Vio Count,0,
global_routing,antenna violations before repair,0,
timing,Layout Skew,0.0133,ns
placed_design,number of port buffers,2,
pwr,Pleak,0.160,nW
final_layout,Area growth syn-to-layout,24.8,%
pwr,sw frac,38.1,%
final_layout,"non-filler cells, final",86,
final_layout,layout cells sized above 1,25.0,%
detailed_routing,Post-DRT Antenna Nets,0,
pwr,Overall Power,0.587,mW
pwr,cell-internal power,0.363,mW
detailed_routing,DRT Wirelength,564,um
die,Core Region,0.00342,sq mm
detailed_routing,DRT iter0 DRCs,9,
die,die width,80,um
clock_tree,CTS Root Cell,clkbuf_4,
global_routing,largest net degree at the start of global routing,13,
synthesis,cell type with the largest total area,dfxtp_1,
critical_path,crit-path cells,buf_2,
synthesis,Syn. warnings,1,
die,Init Core Util,9.60,%
detailed_routing,drt pass-1 iters,4,
pwr,Comb pwr share,26.9,%
final_layout,Filler Cell Count,396,
critical_path,Worst Setup Start Kind,register,
synthesis,"Cell Area, Synth",328,sq um
die,Placement Rows,21,
critical_path,crit path max-delay cell type,edfxtp_1,
die,floorplan die height,80,um
outcome,failing checks,negative setup slack,
global_routing,GRT Total Usage,1.79,%
pwr,power density over the cells,1430,mW/mm^2
==> flip-flops by register name, summed over array words and instances, names as in the netlist <==
name	cells
flag	1
state	4
==> synth_stat cells <==
master	count
xnor2_1	2
buf_2	1
nand4b_1	1
a21oi_1	1
nand3b_1	2
nor3b_1	1
o21bai_1	1
nand2b_4	1
o32ai_1	1
buf_4	1
a22oi_1	1
nand3_1	1
nor2_1	1
buf_6	3
and2b_2	1
nand2_1	1
and3b_1	1
o21a_1	1
or3_1	1
o31a_2	1
a31oi_1	2
dfxtp_1	4
o32a_1	1
inv_1	1
edfxtp_1	1
==> per-stage QoR <==
step	util, %	setup WS (ns)
after floorplan	-	-0.222
after global placement	11.0	-0.644
after detailed placement	11.0	-0.676
after CTS	12.0	-0.278
after global routing	12.0	-0.306
final	12.0	-0.259
==> worst reg2reg max path: cells and delay by family, from the launching register on <==
family / cells / cell delay, ns
flops: 1 / 0.58
compound gates: 2 / 0.35
==> power by group through the flow <==
stage     Clock, mW  Sequential, mW  Combinational (mW)
6_report      0.167           0.262               0.158
5_1_grt       0.198           0.269               0.177
4_1_cts       0.176           0.259               0.160
==> layout make-up <==
type | count | area [sq um] | area share [%]
clock inverters | 6 | 22.5 | 5.50
flip-flops and latches | 5 | 110 | 26.9
multi-input cells | 22 | 168 | 41.0
repair buffers | 4 | 28.8 | 7.03
well taps | 46 | 57.6 | 14.1
clock buffers | 3 | 22.5 | 5.50
==> logic make-up after synthesis <==
| family | Yosys count | share of synthesized area [%] |
|---|---|---|
| DFF | 5 | 33.6 |
| xor gates and xnor gates | 2 | 5.34 |
| buffers and inverters | 6 | 15.3 |
| and+or+nand+nor | 11 | 24.8 |
| AOI/OAI and AO/OA | 9 | 21.0 |
==> path summary, 6_finish.rpt <==
path,to,slack (ns),cells past startpoint
max,flag,-0.26,1
max reg2reg,flag,0.58,2
min reg2reg,state[0],0.56,1
min,state[0],0.56,1
==> routing by layer <==
layer / share of wire (%) / up-vias / track usage, %
met2: 35 / 11 / 1.77
li1: - / 134 / -
met3: 11 / 0 / 1.93
met5: 0 / - / 0
met4: 0 / 0 / 0.880
met1: 54 / 116 / 2.21
==> timing repair <==
action                     in CTS  in global routing
hold buffers                    0                  0
setup endpoints to repair       5                  1
gates resized                   8                  0
pin swaps                       2                  0
Power is estimated from default activity; no workload was simulated.
