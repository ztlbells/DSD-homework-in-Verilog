===== flow/config.mk =====
export PLATFORM = sky130hd
export DESIGN_NAME = compare_8b
export DESIGN_NICKNAME = compare_8b
export VERILOG_FILES = /design/flow/design.v
export SDC_FILE = /design/flow/constraint.sdc
export NUM_CORES = 4
export LEC_CHECK = 1
export CORE_AREA = 10 10 70 70
export DIE_AREA = 0 0 80 80

===== flow/constraint.sdc =====
current_design compare_8b

set clk_period 2.0
set clk_io_pct 0.2

create_clock -name clk0 -period $clk_period

set non_clock_inputs [all_inputs -no_clocks]
set_input_delay [expr $clk_period * $clk_io_pct] -clock clk0 $non_clock_inputs
set_output_delay [expr $clk_period * $clk_io_pct] -clock clk0 [all_outputs]

===== flow/design.v =====
`timescale 10ns/1ns
module compare_8b(output y,input [7:0]a,input [7:0]b);
  assign y=(a>=b)?1:0;
endmodule

===== flow/run.sh =====
#!/bin/bash
# OpenROAD 26Q1-2900-gdf79404cd8, Yosys 0.63+post, stock flow scripts
make -C /OpenROAD-flow-scripts/flow DESIGN_CONFIG=/design/flow/config.mk WORK_HOME=/design/flow/orfs finish

==> flow_summary.rst <==
Run summary
-----------

.. list-table::
   :header-rows: 1

   * - Metric
     - Value
   * - Leading cell types in the layout, fill and taps excluded
     - sky130_fd_sc_hd__dlygate4sd2_1, sky130_fd_sc_hd__ha_4, sky130_fd_sc_hd__inv_1, sky130_fd_sc_hd__inv_2, sky130_fd_sc_hd__clkdlybuf4s15_1
   * - Leading post-synthesis cells by cell area
     - sky130_fd_sc_hd__ha_1, sky130_fd_sc_hd__inv_1, sky130_fd_sc_hd__a21o_1
   * - Final number of setup-violating endpoints
     - 0
   * - Max-slew violation count
     - 0
   * - Synth cell types
     - 9
   * - Sequential fraction of design power
     - 0%
   * - Violation count after the first detailed-route iteration
     - 0
   * - Combinational share of power
     - 100.0%
   * - Pwr Total
     - 0.0000961 W
   * - Via total after detailed routing
     - about 230
   * - Iteration tally of the first detailed-router pass
     - 1
   * - Share of the cycle needed by the critical path after routing
     - 97.5%
   * - Worst Setup Path Type
     - primary input to output pin
   * - Fillers
     - just under 400
   * - Rows
     - 21
   * - Chip area
     - 6400 um^2
   * - Measured slew at the worst slew-check pin
     - 0.229 ns
   * - Sequential cell count
     - 0
   * - Post-synth design cell area
     - 198 um^2
   * - Area added between synthesis and finish
     - 169%
   * - Warnings, synthesis
     - 0
   * - Diodes inserted
     - 0
   * - Switching Share
     - slightly below 40%
   * - Type of origin of the critical path
     - primary input
   * - Switching power total
     - 0.0000370 W
   * - Kind of capture point of the worst setup path
     - output pin
   * - Overall die width
     - 80 um
   * - Layout clock buffer count
     - 0
   * - Input/output buffers
     - 17
   * - Routed wire length per instance
     - 8.18 um
   * - Height of the chip
     - 80 um
   * - Per-cell via count in the routed design
     - between 2 and 3
   * - Routability congestion estimate
     - 0.788
   * - Final number of hold-violating endpoints
     - 0
   * - Total congestion overflow
     - 0
   * - Data arrival time at the worst-slack endpoint
     - 1.55 ns
   * - Power density over the cells
     - 181 nW/um^2
   * - Internal Power
     - 0.0000592 W
   * - Layout cell share with drive strength beyond 1
     - 43.2%
   * - Hold path startpoint
     - a[7]
   * - Wire length of the first global-routing pass
     - 1150 um
   * - Sequential area share after synthesis
     - 0%
   * - Largest net degree at the start of global routing
     - 3
   * - Leak
     - 0.264 nW
   * - Average cell area after synthesis
     - ~7.9 um^2
   * - Tot GR Track Use
     - 2.15%
   * - Final setup margin
     - 0.0502 ns
   * - Antenna violation net count after detailed routing
     - 0
   * - Hold Crit Depth
     - 5
   * - Total wire length after detailed routing
     - between 700 and 800 um
   * - Commonest non-fill, non-tap cell in the layout
     - sky130_fd_sc_hd__dlygate4sd2_1
   * - Initial antenna violation count
     - 0
   * - Maximum VDD drop
     - 0.0000836 V
   * - Starting utilization of the core area
     - 5.79%
   * - Maximum achievable frequency
     - 513 MHz
   * - Total I/O pin count
     - 17
   * - Time the final worst path needs with I/O delays and setup
     - 1.95 ns
   * - Clock network fraction of total power
     - 0%
   * - Maximum fanout count along the critical path
     - 2
   * - Yosys stat chip area
     - between 150 and 200 um^2
   * - Type of the most critical hold path
     - primary input to output pin
   * - Worst setup startpoint
     - a[6]
   * - Required time at the endpoint of the critical path
     - 1.60 ns
   * - Core area
     - 3420 um^2
   * - Run status
     - finished, final reports clean
   * - DRC violation count after routing
     - 0
   * - Synthesized instance count
     - 25
   * - Ys cells
     - 25
   * - Max-cap check violation count
     - 0
   * - Unrepaired setup endpoints after global routing
     - no
   * - Top area contributor share
     - 50.6%
   * - Hold endpoint
     - y
   * - Cell type with the largest total area after synthesis
     - sky130_fd_sc_hd__ha_1
   * - Total number of warnings across the stage logs
     - 32
   * - Count of hold buffers inserted by post-cts repair
     - 0
   * - Slew margin rel.
     - 84.7%
   * - Final sum of negative setup slack
     - 0 ns
   * - Number of global-route vias before repair
     - 248
   * - Register area
     - 0 um^2
   * - Post-place setup slack
     - -0.568 ns
==> stage by stage <==
stage          instance area, um^2  instances  util (%)  hold WS, ns
2_1_floorplan                  198         25         -         1.00
3_3_place_gp                   425         88      12.5         2.05
3_5_place_dp                   425         88      12.5         2.04
4_1_cts                        489         89      14.3         1.37
5_1_grt                        532         90      15.6         1.36
6_report                       532         90      15.6         1.32
==> per-layer routing <==
metal / track usage [%] / share of wire (%)
met5: 0 / 0
met4: 0 / 0
met3: 1.25 / 14
met2: 2.41 / 29
met1: 3.43 / 57
==> final cells by class <==
class / instances / area [um^2] / area share, %
Multi-Input combinational cell: 17 / 268 / 50.4
Timing Repair Buffer: 19 / 176 / 33.2
Tap cell: 46 / 57.6 / 10.8
Inverter: 8 / 30.0 / 5.65
==> cells in the mapped netlist <==
library cell	n
sky130_fd_sc_hd__a21o_1	3
sky130_fd_sc_hd__a221oi_2	1
sky130_fd_sc_hd__a31oi_1	1
sky130_fd_sc_hd__and3_2	1
sky130_fd_sc_hd__ha_1	8
sky130_fd_sc_hd__inv_1	8
sky130_fd_sc_hd__nand2b_1	1
sky130_fd_sc_hd__nand3_1	1
sky130_fd_sc_hd__o21ai_1	1
==> worst max path at each step <==
stage | endpoint | slack, ns
after CTS | y | 0.003
final | y | 0.05
after global routing | y | 0.0005
==> power groups by stage <==
stage                 clock [W]  combinational [W]  sequential, W
after CTS                     0          0.0000880              0
after global routing          0           0.000106              0
final                         0          0.0000961              0
==> cell families after synthesis <==
logic type,synth area share [%]
simple gates,9.49
compound gates,24.7
buf+inv,15.2
fa+ha+maj,50.6
==> repair_timing <==
item,4_1_cts,5_1_grt
endpoints found under the hold margin,0,0
buffers inserted,1,1
cloned,0,0
pin swaps,11,10
setup endpoints to repair,1,1
resized,30,10
==> critical path: stages <==
cell and delay, ns:
sky130_fd_sc_hd__dlygate4sd2_1 0.26, sky130_fd_sc_hd__ha_4 0.24, sky130_fd_sc_hd__a21o_1 0.16, sky130_fd_sc_hd__a221oi_2 0.27, sky130_fd_sc_hd__o21ai_2 0.10, sky130_fd_sc_hd__buf_2 0.12
No activity file was given, so power comes from the tool's default toggle rates.
