--- ./design.v ---
module counter8b_updown(output reg[7:0] count, input clk,reset,dir);
  always@(posedge clk or posedge reset)begin
    if(reset)
      count<=8'b0;
    else
      case(dir)
        1:count<=count+1'b1;
        0:count<=count-1'b1;
        default:;
      endcase
  end
endmodule
--- ./config.mk ---
export PLATFORM = sky130hd
export DESIGN_NAME = counter8b_updown
export DESIGN_NICKNAME = counter8b_updown
export VERILOG_FILES = /design/flow/design.v
export SDC_FILE = /design/flow/constraint.sdc
export NUM_CORES = 4
export LEC_CHECK = 1
export CORE_AREA = 10 10 70 70
export DIE_AREA = 0 0 80 80
--- ./run.sh ---
#!/bin/bash
# OpenROAD 26Q1-2900-gdf79404cd8, Yosys 0.63+post, stock flow scripts
make -C /OpenROAD-flow-scripts/flow DESIGN_CONFIG=/design/flow/config.mk WORK_HOME=/design/flow/orfs finish
--- ./constraint.sdc ---
current_design counter8b_updown

set clk_period 3.7
set clk_io_pct 0.2

create_clock -name clk0 -period $clk_period [get_ports {clk}]

set non_clock_inputs [all_inputs -no_clocks]
set_input_delay [expr $clk_period * $clk_io_pct] -clock clk0 $non_clock_inputs
set_output_delay [expr $clk_period * $clk_io_pct] -clock clk0 [all_outputs]
==> impl_metrics.csv <==
group,metric,value,unit
sta,finalClockSkew,6.388,ps
grt,grt_pass1_vias,360,
synthesis,syn_inst,45,
layout,reg_top3,"count (8)",
floorplanning,die-width,80,um
sta,period_used_share,0.6331,
layout,comb_area,270.3,sq um
clock_network,cts_num_sinks,8,
power_and_ir_drop,p_leak,0.2726,nW
floorplanning,core_area,0.003416,sq mm
route,num_vias,362,
worst_setup_path,worstPathMaxFanout,7,
layout,regArea,200.2,sq um
sta,fin_crit,2343,ps
synthesis,ys_cells,45,
floorplanning,fp.dieH,80,um
worst_setup_path,max_stage_delay,490,ps
sta,rsz0062_at_grt,"no",
flow_run,warnings,25,
synthesis,postSynthSeqShare,0.4124,
place,place.gp.congestion,0.8023,
grt,antenna_found_initial,0,
sta,worst_pin_slew,304.5,ps
layout,layout_top_cells,"clkdlybuf4s50_1, dfrtp_1, ha_1, xnor2_1, a21oi_1",
clock_network,post_cts_resized,0,
clock_network,clk_latency,250,ps
clock_network,cts_max_path_buffers,2,
power_and_ir_drop,switching_share,0.3560,
grt,grt_start_max_net_pins,9,
clock_network,clock-root-buffer,"clkbuf_4",
sta,slew_headroom,0.7968,
power_and_ir_drop,ir_worst_vdd,0.3519,mV
route,post_drt_wl_per_cell,9.904,um
worst_setup_path,cpMostUsedCell,"a21oi_1",
layout,drive_gt1_frac,0.08621,
worst_setup_path,cp_num_buf_inv,2,
clock_network,cts_hold_buf,0,
synthesis,synth_area_per_cell,10.79,sq um
layout,lay_top_count,"clkdlybuf4s50_1",
route,ant_nets,0,
layout,regMostFlops,"count",
worst_setup_path,crit_arrival,2520,ps
clock_network,clk_pin_slew,50,ps
route,drcViolationCount,0,
route,drt_iter0_drc,5,
sta,max_freq,426.9,MHz
route,antennaDiodeCount,0,
route,routed_wl,1030,um
power_and_ir_drop,internal_power,344.5,uW
layout,area_growth,37.11,%
power_and_ir_drop,pwr-share-comb,0.579,
grt,grt_use_total,0.03308,
clock_network,postCtsSetupBuffers,0,
grt,grt_overflow,0,
worst_setup_path,cp_top_family,"buffers and inverters",
floorplanning,std_cell_rows,21,
flow_run,drv_cap,0,
worst_setup_path,crit_chain,"clkdlybuf4s50_1 -> inv_1 -> fa_1 -> a21oi_1 -> o211ai_1 -> a21oi_1 -> xnor2_1",
clock_network,cts_tree,"built",
status,status,"complete, no violations",
layout,fillers,385,
sta,slew_viol_final,0,
worst_setup_path,cpMaxStageDelayCell,"clkdlybuf4s50_1",
synthesis,yosys_area,485.5,sq um
clock_network,cts_max_level,1,
synthesis,synth_flops,8,
sta,finalSetupViolCount,0,
power_and_ir_drop,p_per_area,803.6,mW/mm^2
worst_setup_path,cp-end-kind,"register",
synthesis,synthesis.area,485.5,sq um
clock_network,cts_inserted_buffers,3,
sta,fin_setup_tns,0,ps
power_and_ir_drop,p_total,534.9,uW
worst_setup_path,crit_type,"in2reg",
floorplanning,fp_util,0.1421,
sta,finalHoldViolCount,0,
worst_setup_path,required,3880,ps
power_and_ir_drop,seqPwrFrac,0.298,
route,vias_per_cell,3.481,
layout,largest_reg_flops,8,
worst_hold_path,min-delay-path-class,"reg2reg",
grt,grt_first_pass_wirelength,1649,um
place,port-buffer-count,10,
place,hpwl,842.5,um
floorplanning,ios,11,
power_and_ir_drop,p_sw,190.4,uW
power_and_ir_drop,clock_power_share,0.123,
synthesis,ys_warn_count,1,
layout,utilization,0.1949,
floorplanning,dieArea,0.006400,sq mm
route,dr.pass1.iters,3,
worst_setup_path,critPathLaunchType,"primary input",
synthesis,ys_types,17,
Yosys cell counts, drive strengths merged:
master  n  area, sq um
dfrtp   8        200.2
ha      6        75.07
a21oi   5        25.02
xnor2   5        43.79
inv     4        15.01
nand2   3        11.26
nor2    3        11.26
a211oi  2        20.02
o21ai   2        10.01
a21o    1        7.510
a41oi   1        16.27
fa      1        20.02
nor2b   1        6.260
o211ai  1        7.510
o21bai  1        7.510
xor2    1        8.760
logic make-up after synthesis:
kind of cell | count (synthesis) | share of synthesized area
simple gates | 7 | 0.05928
fa+ha+maj | 7 | 0.1959
buf+inv | 4 | 0.03092
flops | 8 | 0.4124
compound gates | 13 | 0.1933
xor+xnor | 6 | 0.1082
layer usage:
layer  share of wire  vias up  routed length, um  track usage
met5               0        -                  0            0
met4               0        0                  0     0.001761
met3           0.085        0                 88      0.02159
met2            0.38       12                391      0.04334
met1            0.53      163                550      0.04598
li1                -      187                  -            -
stage by stage:
stage / worst slack [ps] / instance area [sq um] / hold slack, ps / instances
global placement: 1167 / 643.1 / 533.4 / 101
CTS: 1376 / 665.6 / 551.7 / 104
finish: 1357 / 665.6 / 540.7 / 104
global route: 1297 / 665.6 / 595.8 / 104
floorplan: 1812 / 485.5 / 487.8 / 45
detailed placement: 1114 / 643.1 / 542.2 / 101
worst paths after layout:
check,from,cells after the start,slack (ps),endpoint
max,dir,7,1360,count[6]$_DFF_PP0_
min,count[0]$_DFF_PP0_,1,540,count[0]$_DFF_PP0_
max reg2reg,count[0]$_DFF_PP0_,5,2030,count[6]$_DFF_PP0_
min reg2reg,count[0]$_DFF_PP0_,1,540,count[0]$_DFF_PP0_
max in group asynchronous,reset,2,2730,count[4]$_DFF_PP0_
min in group asynchronous,reset,2,730,count[7]$_DFF_PP0_
cell type report:
class                      count  share of cell area
inverter                       4             0.02256
clock buffer                   3             0.03383
sequential                     8              0.3008
tap                           46             0.08647
multi-input combinational     33              0.4060
timing repair buffer          10              0.1504
worst reg2reg max path, stage by stage (launching register included):
cell and delay, ps:
dfrtp_1 440, fa_1 480, a21oi_1 220, o211ai_1 130
a21oi_1 200, xnor2_1 140
power groups by stage:
| stage | sequential (mW) | combinational [mW] | clock (mW) |
|---|---|---|---|
| after CTS | 0.161 | 0.315 | 0.0686 |
| after global routing | 0.166 | 0.346 | 0.0779 |
| final | 0.160 | 0.310 | 0.0657 |
No activity file was given, so power comes from the tool's default toggle rates.
